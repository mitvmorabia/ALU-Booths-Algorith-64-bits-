## flow/config.mk

```make
export PLATFORM = sky130hd
export DESIGN_NAME = division_revB
export DESIGN_NICKNAME = division_revB
export VERILOG_FILES = /design/flow/design.v
export SDC_FILE = /design/flow/constraint.sdc
export NUM_CORES = 4
export LEC_CHECK = 1
export CORE_AREA = 10 10 117 117
export DIE_AREA = 0 0 127 127
```

## flow/constraint.sdc

```tcl
current_design division_revB

set clk_period 5.3
set clk_io_pct 0.2

create_clock -name clk0 -period $clk_period [get_ports {clock}]

set non_clock_inputs [all_inputs -no_clocks]
set_input_delay [expr $clk_period * $clk_io_pct] -clock clk0 $non_clock_inputs
set_output_delay [expr $clk_period * $clk_io_pct] -clock clk0 [all_outputs]
```

## flow/design.v

```verilog
`timescale 10ns/1ns
module division_revB(result, valid, opera1, opera2, muordi, clock, reset, start);
  input [31:0] opera1;
  input [63:0] opera2;
  output [63:0] result;
output valid;
  input start, muordi, reset;
input clock;
  wire [31:0] opera1;
  wire [63:0] opera2;  
  reg [63:0] result;
  reg[63:0] res_store,  
op1_sub;  	  
  wire start, muordi, c_in, reset, cout1, cout, c_inop1s;
  reg [31:0] op1_store, op2_store;    
  reg sign, sign1, sign2, ope_flag;   
  reg valid, valid_dummy;
wire clock;    
  integer i;   
  wire [31:0] res_sub, res_add;   
  wire [63:0] st_op2;   
  reg res_msb, idle;   
wire [31:0] z1, op1_not_wire, op1_not_sub_wire, op1_store_not, op1_sub_store_not;
wire [63:0] res_store_not, res_not_wire, op2_not_wire, op2_store_not;
reg [63:0] res_not; 
wire c_inop1, c_inop2, c_inres;
reg [31:0] op1_not, op1_not_sub;
reg [63:0] op2_not;
assign op1_not_wire = op1_not;
assign op2_not_wire = op2_not;
assign op1_not_sub_wire = op1_not_sub;
assign res_not_wire = res_not;
assign z1 = 32'h0;
  assign st_op2 = result;   
  assign c_in = 0;    
reg [2:0] cst, nst;
parameter S0 = 3'b000,  
          S1 = 3'b001,
          S2 = 3'b010,
          S3 = 3'b011,
          S4 = 3'b100,
	 S5 = 3'b101;
always@(posedge clock or posedge reset)
begin
	if (reset)
	begin 
		cst <= S0;
	end
	else
	begin
		if (start)
		begin 
	       	cst <= S1;
		end
		else
		begin
			cst <= nst;
		end
	end
end
always @(posedge clock)
case (cst)
S0 :	   
		if (reset)
		begin
		valid = 0;	
		valid_dummy= 0;
		res_not = 64'h0;
		result = 64'h0;
		i = 35;
		nst = cst;
		end		
S1: 	   
		if (muordi == 1'b0)
		begin
			sign = sign1^sign2;
			result [31:0] = op2_store_not;
			result [63:32] = 32'h0;
			ope_flag = 1'b0;
			valid = 1'b0;
			valid_dummy = 1'b0;
			res_not = 64'h0;
			i = 0;
			nst = S2;
		end
		else 
		begin
if (muordi==1'b1)
			begin
				sign = sign1^sign2;
				ope_flag = 1'b1;
				result = op2_store_not;
i = 0;
		 		valid_dummy = 1'b0;
				valid = 1'b0;
				nst = S3;
			end
		end	
S2: 	
	if (i<32)
	begin
		nst = cst;
		i =i+1;
		if (i>=0)
		begin
			ope_flag = result[0];
			if (ope_flag == 1'b1)
			begin
				result [63:32] = res_store[63:32];
				result = result>>1;
			end
			else
			begin
				result = result>>1;
			end
		end
	end
	else if (i==32)
	begin
		nst = S4; 
		i =i+1;
		valid = 1'b1;
		nst = S4;  
	end
S3 : if (muordi==1) 		 
begin
if (muordi == 1)
        begin
          if (i<32)
            begin
              nst = cst;
i = i+1;
              if (ope_flag == 1'b1)
                begin
                  result [63:32] = res_sub[31:0];
                  res_msb = result[63];	
                  if (res_msb == 1'b0)
                    begin
                      result[63:0] = result[63:0] <<1;
                      result[0] = 1'b1;
                      ope_flag = 1'b1;	
                    end
                  else if (res_msb == 1'b1)
                    begin
                      result = result<<1;
                      result[0] = 1'b0;
                      ope_flag = 1'b0;	
                    end
                end
              else if(ope_flag == 1'b0)
                begin
                  result [63:32] = res_add[31:0];
                  res_msb = result[63];	
                  if (res_msb == 1'b0)
                    begin
                      result = result<<1;
                      result[0] = 1'b1;
                      ope_flag = 1'b1;                  
                    end
                  else if (res_msb == 1'b1)
                    begin
                      result = result<<1;
                      result[0] = 1'b0;
                      ope_flag = 1'b0;
                    end
                end		
            end         
          else if (i==32)
            begin
              i = i+1;
	nst = S4;
	      valid = 1'b1;
              if (ope_flag == 1'b1)
                begin
                  result [63:32] = res_sub[31:0];
                  res_store = result[31:0];
                  res_msb = result[63];	
                  if	 (res_msb == 1'b0)
                    begin                      
                      result[31:0] = res_store <<1;
                      result[0] = 1'b1;
                      ope_flag = 1'b1;
                      result[63:32] = res_sub[31:0];
                    end
                  else if (res_msb == 1'b1)
                    begin
                      result[31:0] = res_store <<1;
                      result[0] = 1'b0;
                      ope_flag = 1'b0;
                      result[63:32] = res_sub[31:0];
                    end
                end
              else if(ope_flag == 1'b0)
                begin
                  result [63:32] = res_add[31:0];    
                  res_store = result[31:0];
                  res_msb = result[63];	
                  if (res_msb == 1'b0)
                    begin
                      result[31:0] = res_store <<1;
                      result[0] = 1'b1;   
                      ope_flag = 1'b1;
                    end
                  else if (res_msb == 1'b1)
                    begin
                      result[31:0] = res_store <<1;  
                      result[0] = 1'b0;    
                      ope_flag = 1'b0;
                    end
                end
            end     
        end
end
S4 : if (valid) 
begin
if (sign)
begin
res_not = (~result);
end
else
begin
res_not = result;
end
valid = 1'b1;
result = res_store_not;
nst = S5;  
idle = 1;
end
S5 : if (idle) 
begin
end  
default: nst = S0;
endcase
  Add_rca_1 D1 (res_sub[31:0], , op1_sub_store_not, st_op2[63:32],c_in) ;
  Add_rca_1 D2 (res_add[31:0], ,op1_store_not, st_op2[63:32],c_in);
Add_rca_1 C1 (op1_store_not, , op1_not_wire, z1, c_inop1);
Add_rca_1 C2 (op2_store_not[31:0],cout1, op2_not_wire[31:0], z1, c_inop2);
Add_rca_1 C3 (op2_store_not[63:32], , op2_not_wire[63:32], z1, cout1);
Add_rca_1 C4 (res_store_not[31:0], cout , res_not_wire[31:0], z1, c_inres);
Add_rca_1 C5 (res_store_not[63:32], , res_not_wire[63:32], z1, cout);
Add_rca_1 C6 (op1_sub_store_not, , op1_not_sub_wire, z1, c_inop1s);
notif1 A1(c_inop1, c_in,sign1); 
bufif0 A2(c_inop1, c_in,sign1); 
notif1 A3(c_inop2, c_in,sign2); 
bufif0 A4(c_inop2, c_in,sign2); 
notif1 A5(c_inres, c_in,sign); 
bufif0 A6(c_inres, c_in,sign); 
notif0 A7(c_inop1s, c_in,sign1); 
bufif1 A8(c_inop1s, c_in,sign1); 
always@(opera1)
begin
sign1 = opera1[31];
if(sign1)
begin
op1_not = (~opera1);
op1_not_sub = opera1;
end
else
begin
op1_not = opera1;
op1_not_sub = (~opera1);
end
end
always@(posedge valid)
begin
result = result;
end
always @(opera2)
begin
sign2 = opera2[63];
if (sign2) 
begin
op2_not = (~opera2);
end
else
begin
op2_not = opera2;
end
end
endmodule
module Add_rca_1 (sum, c_out, a, b, c_in);
output [31:0] sum;
output c_out;
input [31:0] a, b;
input c_in;
wire c_in8, c_out;
Add_rca_16_1 Z1 (sum[15:0], c_in8, a[15:0], b[15:0], c_in);
Add_rca_16_1 Z2 (sum[31:16], c_out, a[31:16], b[31:16], c_in8);
endmodule
module Add_rca_16_1 (sum, c_out, a, b, c_in);
output [15:0] sum;
output c_out;
input [15:0] a, b;
input c_in;
wire c_in4, c_in8, c_in12, c_out;
Add_rca_4_1 M1 (sum[3:0], c_in4, a[3:0], b[3:0], c_in);
Add_rca_4_1 M2 (sum[7:4], c_in8, a[7:4], b[7:4], c_in4);
Add_rca_4_1 M3 (sum[11:8], c_in12, a[11:8], b[11:8], c_in8);
Add_rca_4_1 M4 (sum[15:12], c_out, a[15:12], b[15:12], c_in12);
endmodule
module Add_rca_4_1 (sum, c_out, a, b, c_in);
output [3: 0] sum;
output c_out;
input [3: 0] a, b;
input c_in;
wire c_in2, c_in3, c_in4;
Add_full_1 M1 (sum[0], c_in2, a[0], b[0], c_in);
Add_full_1 M2 (sum[1], c_in3, a[1], b[1], c_in2);
Add_full_1 M3 (sum[2], c_in4, a[2], b[2], c_in3);
Add_full_1 M4 (sum[3], c_out, a[3], b[3], c_in4);
endmodule
module Add_full_1 (sum, c_out, a, b, c_in);
output sum, c_out;
input a, b, c_in;
wire w1, w2, w3;
Add_half_1 M1 (w1, w2, a, b);
Add_half_1 M2 (sum, w3, w1, c_in);
or M3 (c_out, w2, w3);
endmodule
module Add_half_1 (sum, c_out, a, b);
output sum, c_out;
input a, b;
xor M1 (sum, a, b);
and M2 (c_out, a, b);
endmodule
```

## flow/run.sh

```bash
#!/bin/bash
# OpenROAD 26Q1-2900-gdf79404cd8, Yosys 0.63+post, stock flow scripts
make -C /OpenROAD-flow-scripts/flow DESIGN_CONFIG=/design/flow/config.mk WORK_HOME=/design/flow/orfs finish
```

==> results.txt <==
flow finished, numbers: CP Capture Type=flop, total grt overflow=0, clock buffer count from CTS=5, num ports=about 170, hold slack=0.426 ns, ys flop type=edfxtp_1, Initial DRC Count=a little under 100, final instance area=~0.0028 mm2, Site Rows=39, ys flops=39, MUX area fraction=0, Synth area leader=edfxtp_1, Synth cell types=39, final setup fails=0, outcome=finished, final reports clean, share of cells above drive strength 1=0.0410, # diodes=0, total power divided by cell area=approximately 500 mW/mm2, Critical Path RT=5.25 ns, Latency at later pin=roughly 0.28 ns, Crit Path Category=in2reg, drt wl/cell=~12 um, CTS tree=done, crit path cell chain=clkdlybuf4s50_1 > inv_1 > a221oi_1 > o211a_1 > buf_4, Resized cells post-CTS=0, die width=between 100 and 150 um, remaining antenna violation count after routing=0, Worst Hold Depth=1, area fraction in compound gates=0.107, Post-synth EDFFs=36, maximum resistive drop on vdd=0.240 mV, Slew Limit Fails=0, final core occ=0.249, Post-synth seq share=0.423, Hold Vio Cnt, Final=0, yosys cell count=approximately 290, YS chip area=0.00273 mm2, Post-Place Worst Slack=between 1.5 and 2 ns, Crit-path slowest cell=o211a_1, min-delay worst type=reg2reg, global-route wire length before repair=between 9000 and 10000 um, Synth async-reset ratio=0.0769, critical path's largest stage delay=around 0.51 ns, CTS sink cnt=39, CTS root buffer=clkbuf_16, post-CTS setup buffer count=0, DRT Wirelength=5450 um, Clock Skew=between 0.003 and 0.004 ns, count of input and output buffers=4, Max-area cell share=0.396, cell family with most CP delay=buffers and inverters, Post-DP Area=~0.0027 mm2, Vias=about 1900, Die Area=~0.016 mm2, leak pwr=0.980 nW, Pre-Place Util=0.241, clk buf depth=2, startpoint types=input port, crit share post-route=0.560, area grow syn2layout=3.12%, ranking of synthesized cells by area=edfxtp_1, buf_4, a21oi_1, Residual DRC=0, hold_buf cts=0, Vias/cell=approximately 4.4, Reg2Reg Depth=5, minimum clock period=approximately 3.0 ns, Syn Inst Count=between 200 and 300, vias in the first global route=~2000, yosys warns=approximately 130, HPWL Detailed=between 3000 and 4000 um, xor/xnor share=0.0385, largest net degree at the start of global routing=31, yosys simple share=0.213, Tool Warnings=approximately 120, setup_tns=0 ns, Core ar.=about 0.011 mm2, Reg clk slew, reported paths=~0.060 ns, average size of a mapped cell=approximately 9.4 um2, fmax=approximately 0.34 GHz, critical path peak fanout=22, Global Route Usage Sum=0.0642, main logic family after synthesis=simple AND/OR/NAND/NOR gates, dominant cell by count in the synthesized netlist=buf_4, CP Buf/Inv Count=3, synthesized area=about 0.0027 mm2, GP Congestion=0.795, critical path data arrival time=roughly 2.9 ns, RSZ-0062 raised after global routing=no, Final WS setup=2.33 ns, First-pass DRT Iterations=4, Die H=127 um, stages on the worst setup path=5, top cells by count=buf_4, edfxtp_1, a21oi_1, H-tree levels=2, Post-Synth Adder-Cell Area=0.00917, initial antenna violation count=0, max-cap viol count=0
[per-layer routing]
| layer | up-vias | GRT usage | wire length (um) |
|---|---|---|---|
| met5 | - | 0 | 0 |
| met4 | 0 | 0.00871 | 59 |
| met3 | 4 | 0.0172 | 234 |
| met2 | 54 | 0.103 | 2570 |
| met1 | 924 | 0.0881 | 2580 |
| li1 | 929 | - | - |
[path summary, 6_finish.rpt]
check / slack [ns] / from / endpoint
max in group asynchronous: 4.20 / reset / cst[1]$_DFF_PP0_
setup / recovery: 2.33 / reset / i[12]$_DFFE_PP_
hold reg to reg: 0.43 / nst[0]$_DFFE_PP_ / cst[0]$_DFF_PP0_
setup reg to reg: 2.59 / i[10]$_DFFE_PP_ / i[12]$_DFFE_PP_
hold / removal: 0.43 / nst[0]$_DFFE_PP_ / cst[0]$_DFF_PP0_
min in group asynchronous: 0.96 / reset / cst[0]$_DFF_PP0_
[cell usage in the layout, fill, tap and decap left out, drive strengths merged, types with 2 or more instances in the layout]
cell            n
buf             2
xnor2          10
or4            13
clkbuf          7
nand2          14
nand3          10
o21ai          13
nand4          11
a21oi          18
nor2           17
inv            12
edfxtp         36
nand2b          3
nor2b           5
ha              2
nor4           10
o211ai          3
clkdlybuf4s50   4
conb           64
xor2            2
dfrtp           3
o31ai           6
o211a           2
nor3            4
or3            11
[logic make-up after synthesis]
kind of cell             Yosys count
buffers and inverters             86
other                              1
AND-OR/OR-AND                     48
XOR/XNOR                          12
adder cells (fa/ha/maj)            2
flip-flops                        39
AND/OR/NAND/NOR                  102
[sequential cells by signal, summed over array words and instances, names as in the netlist]
signal,cells
i,32
valid,1
nst,3
cst,3
[layout make-up]
cell class	count	area (um2)
clock buffers	7	133
clock inverters	1	5.00
fillers	1187	8510
inverters	12	45.0
multi-input cells	228	1240
flip-flops and latches	39	1160
well taps	143	179
repair buffers	6	55.1
[stage by stage]
step	power, mW	cells
3_3_place_gp	1.10	428
6_report	1.40	436
5_1_grt	1.50	436
4_1_cts	1.41	436
3_5_place_dp	1.11	428
2_1_floorplan	1.00	353
[where the power goes]
part	leakage [nW]	total (mW)	switching, mW	internal [mW]
Sequential	0.408	0.745	0.195	0.550
Clock	0.0679	0.289	0.115	0.174
Combinational	0.504	0.364	0.219	0.145
[worst register-to-register path: stages, from the launching register on]
cell and delay [ns]:
edfxtp_1 0.49, nor4_1 0.38, nand4_1 0.23, nor3_1 0.40, o211a_1 0.48, buf_4 0.39
Power is estimated from default activity; no workload was simulated.
